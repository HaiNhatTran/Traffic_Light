## design/flow/design.v

```verilog
`timescale 1ns / 1ps
module pulse_1Hz
   #(parameter M = 50000000, N = 26)
	(
	input clk, reset,
	output q
	);
	reg [N-1 : 0] r_reg;
	wire [N-1 : 0] r_next;
	always @ (posedge clk, posedge reset)
			begin
				if (reset)
						r_reg <= 0;
				else
						r_reg <= r_next;
			end
	assign r_next = (r_reg == M) ? 0 : r_reg + 1;
	assign q = (r_reg < M/2) ? 0 : 1;
endmodule
```

## design/flow/run.sh

```bash
#!/bin/bash
# OpenROAD 26Q1-2900-gdf79404cd8, Yosys 0.63+post, stock flow scripts
make -C /OpenROAD-flow-scripts/flow DESIGN_CONFIG=/design/flow/config.mk WORK_HOME=/design/flow/orfs finish
```

## design/flow/config.mk

```make
export PLATFORM = sky130hd
export DESIGN_NAME = pulse_1Hz
export DESIGN_NICKNAME = pulse_1Hz
export VERILOG_FILES = /design/flow/design.v
export SDC_FILE = /design/flow/constraint.sdc
export NUM_CORES = 4
export LEC_CHECK = 1
export CORE_AREA = 10 10 107 107
export DIE_AREA = 0 0 117 117
```

## design/flow/constraint.sdc

```tcl
current_design pulse_1Hz

set clk_period 3.5
set clk_io_pct 0.2

create_clock -name clk0 -period $clk_period [get_ports {clk}]

set non_clock_inputs [all_inputs -no_clocks]
set_input_delay [expr $clk_period * $clk_io_pct] -clock clk0 $non_clock_inputs
set_output_delay [expr $clk_period * $clk_io_pct] -clock clk0 [all_outputs]
```

==> results.cfg <==
; flow metrics
[clock_network]
clkTransAtPathRegs_ns = 0.08
htree_levels = 1
cts_root_buffer = clkbuf_8
hold_buffers = 0
cts-buffers-inserted = 3
cts_resized = 0
cts_tree = built
cts_max_path_buffers = 2
clkLatencyLatePin_ns = 0.27
clkSinkCount = 26
postCtsSetupRepairBufs = 0

[setup_path]
crit_chain = nor4_1 > nand2b_1 > a211oi_1 > o21ai_0 > clkdlybuf4s50_1
rr_worst_depth = 6
slowest_delay_ns = 0.46
startpoint_type = flip-flop
rrSetupSlack_ns = 1.57
cp.arrival_ns = 2.01
worst-path-max-fanout = 5
cpMaxStageDelayCell = nor4_1
end_kind = output port
critPathKind = reg -> out
required_ns = 2.80

[power]
power_frac_comb_pct = 1.6
swShare_pct = 19.3
p_leak_uw = 0.000660
p_sw_uw = 96.0
clkPwrFrac_pct = 38.2
p_total_uw = 498
vdd_drop_max_mv = 0.153
power.density_nw_per_um2 = 302
seqPwrFrac_pct = 60.2
internal-power_uw = 402

[global_route]
overflow = 0
grt_pass1_vias = 993
antenna_found_initial = 0
grt_max_degree = 27
grt_usage_pct = 4.49
grt_pass1_wl_um = 5000

[cells_and_area]
drive_gt1_share_pct = 10.5
largest_register_ffs = 26
seqCellArea_sq_um = 651
logic_area_sq_um = 751
final_cells = 254
num-fill-cells = 1004
syn_to_final_growth_pct = 13.2

[synth]
compound_area_share_pct = 7.13
ys_cells = 141
synth.distinct_cells = 41
synth.area.mux_share_pct = 3.44
yosys_area_sq_um = 1460
ys_seq_share_pct = 44.7
enable_flop_cells = 0
ys_warn_count = 1
syn_area_sq_um = 1460
numSynthFlops = 26
yosys.area_share.simple_pct = 29.5
top_logic_kind = simple AND/OR/NAND/NOR gates
xor_area_share_pct = 8.93
avgSynthCellArea_sq_um = 10.3
ys_sh_adder_pct = 2.58
syn_inst = 141
ff_type = dfrtp_1
synthArstFlopShare_pct = 100

[detailed_routing]
vias = 1049
antenna_left = 0
first_iter_violations = 95
wire_per_inst_um = 11.0
diodes = 0
drc = 0
wirelength_um = 2810
drtPass1Iterations = 4
vias_per_cell = 4.13

[floorplan]
num_rows = 35
fp_util_pct = 15.8
core_sq_um = 9200
die_w_um = 117
die_h_um = 117
chip_area_sq_um = 13700
ios = 3

[timing]
period_used_pct = 77.5
fmax_mhz = 369
fin_worst_skew_ns = 0.00446
finalSetupTns_ns = 0
slew_headroom_pct = 52.4
fin_hold_ws_ns = 0.495
slew_viol_final = 0
tightest_slew_ns = 0.711
setup_viol = 0
rsz0062_at_grt = false
timing_hold_violations_final = 0
fin_crit_ns = 2.71

[job]
warnings = 27
maxCapViolations = 0

[hold_path]
holdPathStages = 1
hp-class = reg -> reg

[outcome]
outcome = complete, no violations

[placed_design]
dp_hpwl_um = 2080
dpl.cell_count = 250
gp_congestion = 0.831
port_buffers = 2
cells in the final DEF (no fill, tap or decap), types with 2 or more instances in the layout:
cell type,count
dfrtp_1,26
xnor2_1,11
o21ai_0,10
nand2_1,8
inv_1,7
and4_1,7
nand4_1,7
nand3_1,6
a21oi_1,6
mux2i_1,5
and2_1,4
or3_1,4
nor2_1,4
clkbuf_8,4
nor3_1,3
ha_1,3
xor2_1,2
and3_1,2
clkdlybuf4s50_1,2
logic make-up after synthesis:
kind of cell             after synthesis
adder cells (fa/ha/maj)                3
XOR/XNOR                              14
flip-flops                            26
buffers and inverters                 12
AND/OR/NAND/NOR                       62
multiplexers                           5
AND-OR/OR-AND                         19
Yosys cell counts (2+ instances only):
cell type  number  area (sq um)
and3_1          2          12.5
buf_2           2          10.0
xnor2_1        11          96.3
o21ai_0        10          50.1
mux2i_1         5          50.1
a21oi_1         6          30.0
nand2_1         8          30.0
nand3_1         6          30.0
inv_1           7          26.3
dfrtp_1        26           651
buf_4           2          15.0
xor2_1          2          17.5
nor2_1          4          15.0
and2_1          4          25.0
and4_1          7          61.3
nor3_1          3          15.0
ha_1            3          37.5
or3_1           4          25.0
nand4_1         7          43.8
cell type report:
type / instances / area share, %
clock buffer: 4 / 3.34
inverter: 7 / 1.59
multi-input combinational: 103 / 45.5
tap: 111 / 8.42
sequential: 26 / 39.5
timing repair buffer: 3 / 1.67
worst max-delay path, delay by kind of cell (launching register included):
family	cells	cell delay (ns)
AND-OR/OR-AND	2	0.34
buffers and inverters	1	0.41
flip-flops	1	0.43
AND/OR/NAND/NOR	2	0.57
through the flow:
stage	worst slack (ns)	instance area, sq um	util (%)
CTS	0.769	1650	17.9
global placement	1.10	1590	17.3
finish	0.788	1650	17.9
detailed placement	1.08	1590	17.3
global route	0.544	1650	17.9
floorplan	1.65	1460	-
per-layer routing:
metal	routed length, um	track usage (%)	vias to the layer above
met5	0	0	-
met4	0	0.577	0
met3	171	1.14	0
met2	1200	6.26	20
met1	1430	6.97	512
li1	-	-	517
power by group through the flow:
stage | registers [uW] | logic (uW) | clock network, uW
CTS | 300 | 8.63 | 198
global route | 300 | 9.65 | 212
finish | 300 | 7.78 | 190
worst paths after layout:
| check | from | endpoint |
|---|---|---|
| worst max-delay path | r_reg[8] | q |
| worst min-delay path | r_reg[5] | r_reg[5] |
| worst min register to register | r_reg[5] | r_reg[5] |
| min in group asynchronous | reset | r_reg[2] |
| worst max register to register | r_reg[0] | r_reg[7] |
| max in group asynchronous | reset | r_reg[25] |
Power is estimated from default activity; no workload was simulated.
